## flow/config.mk

```make
export PLATFORM = sky130hd
export DESIGN_NAME = vga_ctrl
export DESIGN_NICKNAME = vga_ctrl
export VERILOG_FILES = /design/flow/design.v
export SDC_FILE = /design/flow/constraint.sdc
export NUM_CORES = 4
export LEC_CHECK = 1
export CORE_AREA = 10 10 97 97
export DIE_AREA = 0 0 107 107
```

## flow/constraint.sdc

```tcl
current_design vga_ctrl

set clk_period 4.2
set clk_io_pct 0.2

create_clock -name clk0 -period $clk_period [get_ports {Sys_clk}]

set non_clock_inputs [all_inputs -no_clocks]
set_input_delay [expr $clk_period * $clk_io_pct] -clock clk0 $non_clock_inputs
set_output_delay [expr $clk_period * $clk_io_pct] -clock clk0 [all_outputs]
```

## flow/design.v

```verilog
module vga_ctrl #(
    parameter   H_Sync       = 96,
    parameter   H_backporch  = 40 ,
    parameter   H_left       = 8  ,
    parameter   H_data       = 640,
    parameter   H_right      = 8  ,
    parameter   H_Frontporch = 8  ,
    parameter   H_total      = H_Sync + H_backporch + H_left + H_data + H_right + H_Frontporch,
    parameter   H_width      = $clog2(H_total),
    parameter   V_Sync       = 2,
    parameter   V_backporch  = 25 ,
    parameter   V_left       = 8  ,
    parameter   V_data       = 480,
    parameter   V_right      = 8  ,
    parameter   V_Frontporch = 2  ,
    parameter   V_total      = V_Sync + V_backporch + V_left + V_data + V_right + V_Frontporch,
    parameter   V_width      = $clog2(V_total),
    parameter   RGB_width    = 8,
    parameter RED   = 8'b111_000_00,
    parameter GRENN = 8'b000_111_00,
    parameter BLUE  = 8'b000_000_11
)(
    input   wire                        Sys_clk      ,
    input   wire                        Rst_n        ,
    output  wire    [2:0]               red_sign     ,
    output  wire    [2:0]               grenn_sign   ,
    output  wire    [1:0]               blue_sign    ,
    output  reg                         H_Sync_sign  ,
    output  reg                         V_Sync_sign  ,
    output  wire    [H_width-1:0]       H_addr       ,
    output  wire    [V_width-1:0]       V_addr       ,
    output  wire                        SDRAM_FIFO_RD_EN,
    input   wire    [RGB_width-1:0]     SDRAM_FIFO_RD_DATA
);
    localparam white = 8'b111_111_11;
    localparam black = 8'b000_000_00;
            wire    [7:0]           rgb   ;
            reg     [H_width-1:0]   H_cnt ;
            reg                     H_full;
            reg     [V_width-1:0]   V_cnt ;
            reg                     V_full;
            wire                    Pixl_avai;
            reg     [7:0]           backgroud_color;
    always@(posedge Sys_clk or negedge Rst_n) begin
        if(Rst_n == 0) begin
            H_Sync_sign <= 1'b1;
        end else if(H_cnt == H_total - 1'b1) begin
            H_Sync_sign <= 1'b1;
        end else if(H_cnt == H_Sync -1'b1) begin
            H_Sync_sign <= 1'b0;
        end
    end
    always@(posedge Sys_clk or negedge Rst_n) begin
        if(Rst_n == 0) begin
            V_Sync_sign <= 1'b1;
        end else if((V_cnt == V_total - 1'b1) && (H_cnt == H_total - 1'b1)) begin
            V_Sync_sign <= 1'b1;
        end else if((V_cnt == V_Sync  - 1'b1) && (H_cnt == H_total - 1'b1)) begin
            V_Sync_sign <= 1'b0;
        end
    end
    always@(posedge Sys_clk or negedge Rst_n) begin
        if(Rst_n == 0) begin
            backgroud_color <= white;
        end else if(V_addr >= 0 && V_addr <= 159) begin
            backgroud_color <= RED;
        end else if(V_addr >= 160 && V_addr <= 319) begin
            backgroud_color <= GRENN;
        end else if(V_addr >= 320 && V_addr <= 479) begin
            backgroud_color <= BLUE;
        end else begin
            backgroud_color <= white;
        end
    end
    assign H_addr    =  (Pixl_avai)?(H_cnt - (H_Sync + H_backporch +  H_left)):10'd0;
    assign V_addr    =  (Pixl_avai)?(V_cnt - (V_Sync + V_backporch +  V_left)):10'd0;
    assign Pixl_avai = (H_cnt >  (H_Sync + H_backporch  + H_left  -1'b1 ))
                    && (H_cnt <= (H_total- H_Frontporch - H_right -1'b1 )) 
                    && (V_cnt >  (V_Sync + V_backporch +  V_left  -1'b1 ))
                    && (V_cnt <= (V_total- V_Frontporch - V_right -1'b1 ));
    assign SDRAM_FIFO_RD_EN = Pixl_avai;
    assign {red_sign,grenn_sign,blue_sign} = (Pixl_avai) ? rgb : 8'd0;
    assign rgb = (Pixl_avai)?(SDRAM_FIFO_RD_DATA):(backgroud_color);
    always@(posedge Sys_clk or negedge Rst_n) begin
        if(Rst_n == 0) begin
            H_cnt <= 0;
        end else if(H_cnt == H_total - 1'b1) begin
            H_cnt <= 0;
        end else begin
            H_cnt <= H_cnt + 1'b1;
        end
    end
    always@(posedge Sys_clk or negedge Rst_n) begin
        if(Rst_n == 0) begin
            H_full <= 1'b0;
        end else if(H_cnt == H_total - 1'b1) begin
            H_full <= 1'b1;
        end else begin
            H_full <= 1'b0;
        end
    end
    always@(posedge Sys_clk or negedge Rst_n) begin
        if(Rst_n == 0) begin
            V_cnt <= 0;
        end else if((V_cnt == V_total - 1'b1) && (H_cnt == H_total - 1'b1)) begin
            V_cnt <= 0;
        end else if(H_cnt == H_total - 1'b1) begin
            V_cnt <= V_cnt + 1'b1;
        end else begin
            V_cnt <= V_cnt;
        end
    end
    always@(posedge Sys_clk or negedge Rst_n) begin
        if(Rst_n == 0) begin
            V_full <= 1'b0;
        end else if((V_cnt == V_total - 1'b1) && (H_cnt == H_total - 1'b1)) begin
            V_full <= 1'b1;
        end else begin
            V_full <= 1'b0;
        end
    end
endmodule
```

## flow/run.sh

```bash
#!/bin/bash
# OpenROAD 26Q1-2900-gdf79404cd8, Yosys 0.63+post, stock flow scripts
make -C /OpenROAD-flow-scripts/flow DESIGN_CONFIG=/design/flow/config.mk WORK_HOME=/design/flow/orfs finish
```

==> qor.txt <==
antenna cells -> 0
Comb pwr share -> 0.035
Slew Viols, Final -> 0
Final setup viols -> 0
CP Cell Sequence -> inv_1 -> ha_1 -> a41oi_1 -> o311ai_0 -> nand2_2 -> buf_4 -> nor3_1 -> clkdlybuf4s50_1
CTS root buf -> clkbuf_8
hold buffer count at cts -> 0
top_reg_cell synth -> dfrtp_1
Max-Cap Viols -> 0
Worst EP required -> 3360 ps
Routed WL -> 4740 um
synth cell count leaders -> 25 x inv_1, 20 x dfrtp_1, 16 x nor3_1
number of DRC markers in iteration 0 -> 61
Arrival @ worst endpoint -> 2960 ps
WP buf/inv -> 3
Sw Ratio -> 0.191
Worst-Skew Late Latency -> 270 ps
vias in the first global route -> 1560
CP delay by family, top -> buffers and inverters
RSZ-0062 raised after global routing -> false
fmax -> 263 MHz
register area share after synthesis -> 0.307
die height -> 107 um
top cells, area -> dfrtp_1 28%, ha_1 6.3%, xnor2_1 5.8%
Longest Clk Path Bufs -> 2
Final Instance Area -> 2310 um2
Ys Warns -> 1
first-pass GRT wire length -> 7770 um
Post-Syn Area -> 1800 um2
Worst setup EP type -> primary output
CTS buffer count -> 3
Post-DRT Antenna Nets -> 0
Final period util -> 0.905
setup bufs post-CTS -> 0
yosys cell count -> 210
core area -> 7290 um2
total gr overflow -> 0
Worst-Margin Slew -> 678 ps
final hold violation count -> 0
Final Util -> 0.317
GR Util All Layers -> 0.0809
Port Buffers -> 39
Max stage delay on crit path -> 510 ps
pwr/cell area -> 186 nW/um2
chip area -> 11400 um2
Worst-path clk slew -> 90 ps
maximum number of pins on one net before global-route repair -> 29
Post-Place Cell Area -> 2240 um2
Layout area overhead -> 28.4%
Worst path slowest cell -> clkdlybuf4s50_1
Synth area leader -> dfrtp_1
Synth async-reset ratio -> 1.00
clock network power share -> 0.472
mean number of vias per cell -> 4.67
Sequential Power Share -> 0.493
cell row count -> 31
FP Util -> 0.247
kind of critical path -> reg2out
initial antenna violation count -> 0
R2R setup slack -> 1920 ps
P_int -> 0.348 mW
post-CTS sizing -> 0
EDFF count, synth -> 0
Net Sw Power -> 0.0820 mW
Cells after Synth -> 210
Leakage Power -> 0.887 nW
IO Count -> 41
clock skew -> 4.57 ps
CTS tree -> built
setup_tns -> 0 ps
Peak VDD IR -> 0.154 mV
RePlAce Congestion -> 0.844
routed len/inst -> 13.9 um
type of the tightest min-delay check -> reg2reg
Place WS -> 679 ps
top cell type's share of synthesized area -> 0.278
critical path launch point type -> register
layout cell share with drive strength beyond 1 -> 0.104
dominant cell by count in the synthesized netlist -> inv_1
hpwl dp -> 3620 um
CP Max Fanout -> 16
Slew HR -> 0.547
CTS sink count -> 22
fillcell total -> 779
FF+latch count, synth -> 22
Tmin final -> 3800 ps
status -> finished clean
H-tree levels -> 1
post-layout worst setup margin -> 398 ps
die span in x -> 107 um
Unique masters post-synth -> 45
synthesized area per cell -> 8.57 um2
drt first pass iters -> 4
DRC -> 0
Tool Warnings -> 31
Yosys Chip Area -> 1800 um2
via count -> 1589
cells by family after synthesis:
family	count (synthesis)	share of synthesized area
AND-OR/OR-AND	34	0.142
XOR/XNOR	15	0.0730
adder cells (fa/ha/maj)	9	0.0625
buffers and inverters	40	0.106
flip-flops	22	0.307
multiplexers	1	0.00625
other	1	0.00208
AND/OR/NAND/NOR	88	0.301
final cells by class:
type,instances,area (um2),share of cell area
Clock buffer,3,41.3,0.0179
Clock inverter,1,30.0,0.0130
Inverter,25,93.8,0.0406
Multi-Input combinational cell,148,1060,0.457
Sequential cell,22,553,0.239
Tap cell,99,124,0.0536
Timing Repair Buffer,42,413,0.179
flip-flops by register name (all words and copies together) (netlist names):
signal	flops
H_Sync_sign	1
V_Sync_sign	1
H_cnt	10
V_cnt	10
power groups by stage:
stage         registers (mW)  clock network, mW  logic, mW
CTS                    0.212              0.209     0.0155
global route           0.212              0.214     0.0171
finish                 0.212              0.203     0.0150
per-layer routing:
layer / up-vias / global-route usage / share of wire
met1: 769 / 0.0979 / 0.42
met2: 18 / 0.151 / 0.55
met3: 2 / 0.0158 / 0.030
met4: 0 / 0.00387 / 0.0040
met5: - / 0 / 0
li1: 800 / - / -
cell usage in the layout (no fill, tap or decap), types with 4 or more instances in the layout:
master and count:
dfrtp_1 20, nand2_1 11, nand4_1 6, inv_1 25, nor2b_1 5, nor2_1 11
clkdlybuf4s50_1 39, ha_1 9, or3_1 4, nor3_1 16, a22o_1 4, o21ai_0 9
nor4_1 4, xnor2_1 12, nor3_2 10, a21oi_1 8, nand3_1 6
metrics by stage:
step	power (mW)	hold WS, ps	std cells
after detailed placement	0.231	489	336
after global placement	0.231	510	336
after global routing	0.443	547	340
after floorplan	0.218	463	210
after CTS	0.436	518	340
final	0.430	515	340
path summary, 6_finish.rpt:
path | start | cells after the start | end
max | H_cnt[4] | 8 | H_addr[6]
min | H_cnt[0] | 1 | H_cnt[0]
max reg2reg | H_cnt[5] | 6 | V_cnt[8]
min reg2reg | H_cnt[0] | 1 | H_cnt[0]
max in group asynchronous | Rst_n | 2 | H_Sync_sign
min in group asynchronous | Rst_n | 2 | V_cnt[4]
Power figures rest on the tool's default switching activity, not on a simulated workload.
