$ cat flow/design.v
module rx_teach #(
    parameter   Sys_clk_frq = 50_000_000,
    parameter   baud_frq    = 115200      ,
    parameter   div_cnt_max = Sys_clk_frq/baud_frq,
    parameter   cnt_width   = $clog2(div_cnt_max)
)(
    input   wire            Sys_clk,
    input   wire            Rst_n  ,
    input   wire            data_in,
    output  reg   [7:0]     data_receive,
    output  reg             rx_done
);
            reg   [cnt_width-1:0]  div_cnt;
            reg                    reg_data_A;
            reg                    reg_data_B;
            reg                    uart_state;
            reg                    receive_flag ;
            reg   [3:0]            bit_cnt   ;
    always @(posedge Sys_clk or negedge Rst_n) begin
        if(!Rst_n) begin
            {reg_data_A,reg_data_B} <= 2'b00;
        end else begin
            {reg_data_A,reg_data_B} <= {data_in,reg_data_A};
        end
    end
    always @(posedge Sys_clk or negedge Rst_n) begin
        if(!Rst_n) begin
            rx_done <= 1'b0;
        end else if(bit_cnt == 4'd8 && receive_flag) begin
            rx_done <= 1'b1;
        end else begin
            rx_done <=  1'b0;
        end
    end
    always @(posedge Sys_clk or negedge Rst_n) begin
        if(!Rst_n) begin
            uart_state <= 1'b0;
        end else if((!reg_data_A)&&(reg_data_B)) begin
            uart_state <= 1'b1;
        end else if(rx_done) begin
            uart_state <= 1'b0;
        end
    end
    always @(posedge Sys_clk or negedge Rst_n) begin
        if(!Rst_n) begin
            div_cnt <= 'd0;
        end else if(uart_state == 1'b1) begin
            if(div_cnt == div_cnt_max -1'b1) begin
                div_cnt <= 'd0;
            end else begin
                div_cnt <= div_cnt + 1'b1;
            end
        end else begin
            div_cnt <= 'd0;
        end
    end
    always @(posedge Sys_clk or negedge Rst_n) begin
        if(!Rst_n) begin
            receive_flag <= 1'b0;
        end else if(div_cnt == (div_cnt_max - 1'b1)>>1) begin
            receive_flag <= 1'b1;
        end else begin
            receive_flag <= 1'b0;
        end
    end
    always @(posedge Sys_clk or negedge Rst_n) begin
        if(!Rst_n) begin
            bit_cnt <= 'd0;
        end else if(bit_cnt == 4'd8 && receive_flag) begin
            bit_cnt <= 'd0;
        end else if(receive_flag) begin
            bit_cnt <= bit_cnt + 1'b1;
        end else
            bit_cnt <= bit_cnt;
    end
    always @(posedge Sys_clk or negedge Rst_n) begin
        if(!Rst_n) begin
            data_receive <= 8'd0;
        end else if(bit_cnt >= 1'b1 &&  receive_flag) begin
            data_receive <= {reg_data_B,data_receive[7:1]};
        end
    end
endmodule
$ cat flow/run.sh
#!/bin/bash
# OpenROAD 26Q1-2900-gdf79404cd8, Yosys 0.63+post, stock flow scripts
make -C /OpenROAD-flow-scripts/flow DESIGN_CONFIG=/design/flow/config.mk WORK_HOME=/design/flow/orfs finish
$ cat flow/config.mk
export PLATFORM = sky130hd
export DESIGN_NAME = rx_teach
export DESIGN_NICKNAME = rx_teach
export VERILOG_FILES = /design/flow/design.v
export SDC_FILE = /design/flow/constraint.sdc
export NUM_CORES = 4
export LEC_CHECK = 1
export CORE_AREA = 10 10 97 97
export DIE_AREA = 0 0 107 107
$ cat flow/constraint.sdc
current_design rx_teach

set clk_period 3.1
set clk_io_pct 0.2

create_clock -name clk0 -period $clk_period [get_ports {Sys_clk}]

set non_clock_inputs [all_inputs -no_clocks]
set_input_delay [expr $clk_period * $clk_io_pct] -clock clk0 $non_clock_inputs
set_output_delay [expr $clk_period * $clk_io_pct] -clock clk0 [all_outputs]
==> out/metrics.yaml <==
layout-drive-gt1-share: 0.148
synth_flops: 26
final_util: 0.203
place_area_um2: 1430
period_used_share: 0.575
irDropWorstVdd_v: 0.000303
start_kind: "flip-flop"
coreArea_um2: 7290
min_from: "reg_data_A"
arrival_ns: 1.94
fillers: 832
logic_area_um2: 502
hold_viol_final: 0
rr_worst_depth: 4
dp_slack_ns: 1.31
grt_pass1_wl_mm: 3.86
cts-htree-levels: 1
grt_pass1_vias: 877
stdcell_count: 214
hpwl_mm: 1.41
chipWidth_um: 107
seq_area_um2: 651
clock.fmax_mhz: 561
netlist_instances: 100
postRouteAntennaNets: 0
worst_setup_path_end_kind: "flip-flop"
ys_cells: 100
cts_tree: "yes"
clock-root-buffer: "clkbuf_8"
drc: 0
skew_ns: 0.00240
period_needed_ns: 1.78
vias: 751
r2r_setup_slack_ns: 1.32
design_area_um2: 1480
post_cts_buffers: 0
syn_to_final_growth_pct: 24.6
gp_congestion: 0.772
yosys_warnings: 1
wire_per_inst_um: 9.13
initialDrtViolationCount: 22
critPathKind: "flip-flop to flip-flop"
hold_ws_ns: 0.380
chip_area_um2: 11400
cts_buffers: 3
power_density_nw_per_um2: 522
cts.sinks: 26
synthesis.area_um2: 1190
routed_wl_mm: 1.95
num_rows: 31
die_h_um: 107
whs_endpoint: "reg_data_B"
clk_latency_ns: 0.26
p_leak_nw: 0.687
grt_overflow: 0
ys_area_um2: 1190
holdBufCountCts: 0
reg2reg_to: "data_receive[7]"
min_path_cells: 0
report.power.total_uw: 775
min_path_type: "flip-flop to flip-flop"
slew_violations: 0
status: "completed"
drv_cap: 0
log.warning_count: 30
relSlewSlack: 0.608
ys_seq_frac: 0.547
tightestPinTransition_ns: 0.586
rsz0062_at_grt: "false"
setup_violations: 0
grt_util_all_layers: 0.0382
layout_setup_ws_ns: 1.32
initial_utilization: 0.163
synth_cell_types: 24
clock_path_buffers: 2
n_antenna_cell: 0
avgSynthCellArea_um2: 11.9
port_buffers: 11
r2r-start: "bit_cnt[1]"
dp.cells: 210
fin_setup_tns_ns: 0
io_pins: 12
crit_fanout: 8
cts_resized: 0
grt_max_degree: 27
antenna_found_initial: 0
via_per_inst: 3.51
drt_first_pass_iters: 4
cp.required_ns: 3.25
clk_transition_reported_paths_ns: 0.08
-- power by group --
part	internal (mW)	switching, mW
sequential	0.382	0.0628
combinational	0.0535	0.0634
clock	0.113	0.0993
total	0.549	0.225
-- cells in the mapped netlist --
cell,n,area (um^2)
nand4_1,2,12.5
a21boi_0,1,7.51
xnor2_1,1,8.76
or3_1,4,25.0
o41ai_4,2,55.1
and4b_2,1,11.3
xor2_1,3,26.3
nor2_1,6,22.5
nand2_1,6,22.5
mux2_2,8,90.1
dfrtp_1,26,651
clkbuf_1,1,3.75
a21oi_1,4,20.0
nor4_1,1,6.26
o21ai_0,8,40.0
and2_1,1,6.26
nand2b_1,1,6.26
ha_1,7,87.6
nand3_1,4,20.0
inv_1,9,33.8
or3b_2,1,8.76
and4b_1,1,10.0
o22ai_1,1,6.26
nand4b_1,1,8.76
-- worst max-delay path: stages, from the launching register on --
cell and delay (ns):
dfrtp_1 0.39, inv_1 0.10, ha_1 0.22, o41ai_4 0.57, mux2_2 0.40
-- registers in the layout (all words and copies together), names as in the netlist --
name          count
bit_cnt           4
data_receive      8
div_cnt           9
receive_flag      1
reg_data_A        1
reg_data_B        1
rx_done           1
uart_state        1
-- cells by family after synthesis --
kind of cell / count (synthesis) / synth area share
and+or+nand+nor: 29 / 0.135
DFF: 26 / 0.547
AOI/OAI and AO/OA: 16 / 0.108
buffers and inverters: 10 / 0.0315
muxes: 8 / 0.0757
adders and majority gates: 7 / 0.0736
xor gates and xnor gates: 4 / 0.0294
-- layer usage --
layer	track usage	up-vias	part of all wire
met5	0	-	0
met4	0.00290	0	0
met3	0.0115	0	0.057
met2	0.0632	9	0.46
met1	0.0503	363	0.49
li1	-	379	-
-- placed cells by master (no fill, tap or decap) --
cell type        Yosys  routed
clkdlybuf4s50_1      0      11
or3b_2               1       1
inv_1                9       9
a21boi_0             1       1
o21ai_0              8       8
mux2_2               8       8
o41ai_4              2       2
xor2_1               3       3
nand4b_1             1       1
nand2_1              6       6
nor4_1               1       1
and4b_1              1       1
clkbuf_8             0       4
and4b_2              1       1
and2_1               1       1
or3_1                4       4
nand2b_1             1       1
ha_1                 7       7
o22ai_1              1       1
nor2_1               6       6
xnor2_1              1       1
a21oi_1              4       4
nand3_1              4       4
dfrtp_1             26      26
buf_4                0       1
nand4_1              2       2
-- final cells by class --
class | instances | share of cell area
Clock buffer | 4 | 0.0371
Inverter | 9 | 0.0228
Multi-Input combinational cell | 64 | 0.338
Sequential cell | 26 | 0.439
Tap cell | 99 | 0.0835
Timing Repair Buffer | 12 | 0.0793
-- how the worst max path moves through the flow --
stage / from / end / depth (start not counted)
after CTS: bit_cnt[1] / data_receive[7] / 4
final: bit_cnt[1] / data_receive[7] / 4
after global routing: bit_cnt[1] / data_receive[0] / 4
Power is estimated from default activity; no workload was simulated.
